==> design/flow/design.v <==
`timescale 1ns / 1ps
module master(
    input clk,
    input ADJ,
    input SEL,
    input rst,
	input PAUSE,
    output [6:0] out,
    output [3:0] an
    );
    wire clock1Hz;
    wire clock2Hz;
    wire clockFast;
    wire clockBlink;
    wire clkOut;
	 reg [9:0] rstSample = 10'b0000000000;
	 reg [9:0] PAUSESample = 10'b0000000000;
	 reg [26:0] fastCounter = 'd0;
	 reg rstOut = 0;
	 reg PAUSEOut = 0;
   wire [17:0] clk_dv_inc;
   reg [16:0]  clk_dv;
   reg         clk_en;
   reg         clk_en_d;
   reg [7:0]   inst_wd;
   reg         inst_vld;
   reg [2:0]   step_d;
   assign clk_dv_inc = clk_dv + 1;
   always @ (posedge clk)
     if (rst)
       begin
          clk_dv   <= 0;
          clk_en   <= 1'b0;
          clk_en_d <= 1'b0;
       end
     else
       begin
          clk_dv   <= clk_dv_inc[16:0];
          clk_en   <= clk_dv_inc[17];
          clk_en_d <= clk_en;
       end
   always @ (posedge clk)
     if (rst)
       begin
          step_d[2:0]  <= 0;
       end
     else if (clk_en)
       begin
          step_d[2:0]  <= {PAUSE, step_d[2:1]};
       end
   always @ (posedge clk)
     if (rst)
       inst_vld <= 1'b0;
     else
       inst_vld <= ~step_d[0] & step_d[1] & clk_en_d;
   always @ (posedge clk)
    begin
        if (inst_vld)
        begin
            PAUSEOut = ~PAUSEOut;
        end
    end   
    masterCLK myCLK (
        .clk (clk),
		  .rst (rst),
        .clock1Hz (clock1Hz),
        .clock2Hz (clock2Hz),
        .clockFast (clockFast),
        .clockBlink (clockBlink)
        );
	 masterToTimer mtt (
			.ADJ (ADJ),
			.SEL (SEL),
			.clk (clk),
			.clock2Hz (clock2Hz),
			.clock1Hz (clock1Hz),
			.clkOut (clkOut)
			);
	 timer timer_t (
		.masterCLK(clk),
		.SEL(SEL),
		.ADJ(ADJ),
		.rst(rst),
		.clk(clkOut),
		.PAUSE(PAUSEOut),
      .clockFast(clockFast),
		.clockBlink(clockBlink),
      .an (an),
		.out (out)	
		);
endmodule
`timescale 1ns / 1ps
module masterCLK(
    input clk, 
    input rst,
    output reg clock2Hz, 
    output reg clock1Hz,
    output reg clockFast,    
    output reg clockBlink   
    );
    reg [26:0] counter;
	 reg [26:0] fastCounter;
    always @ (posedge clk) 
    begin
        if (rst)
            begin
                clock2Hz <= 0; 
                clock1Hz <= 0;
                clockFast <= 0;
                clockBlink <= 0;
					 counter <= 'd0;
					 fastCounter <= 'd0;
            end
        else
            begin
                if (counter == 'd100000000)
                begin
                    clock1Hz <= ~clock1Hz;
                    counter <= 'd0;
                end
					 else
					     counter <= counter + 'd1;
                if (counter == 'd50000000 || counter == 'd100000000)                 
                begin
                    clock2Hz <= ~clock2Hz;
                end
                if (fastCounter == 'd200000)
                begin
                    clockFast <= ~clockFast;
						  fastCounter <= 'd0;
                end
					 else
					     fastCounter <= fastCounter + 'd1;
                if ((counter == 'd33333333) || (counter == 'd66666666) || (counter == 'd99999999)) 
                begin
                    clockBlink <= ~clockBlink;
                end
            end      
    end              
endmodule
`timescale 1ns / 1ps
module masterToTimer (
	 input ADJ,
	 input SEL,
	 input clk,
	 input clock2Hz,
    input clock1Hz,
	output reg clkOut
);
	always @ (posedge clk)
	begin
		if (ADJ == 0)
			clkOut <= clock1Hz;
		else
			clkOut <= clock2Hz;
	end
endmodule
`timescale 1ns / 1ps
module timer (
    input masterCLK,
    input SEL,
    input ADJ,
    input rst,
    input clk,
    input PAUSE,
    input clockFast,
	 input clockBlink,
    output reg [3:0] an,
    output reg [6:0] out
);
	   reg [3:0] secO = 4'b0000;
		reg [3:0] secT = 4'b0000;
		reg [3:0] minO = 4'b0000;
		reg [3:0] minT = 4'b0000;
		reg [1:0] cnt = 2'b00;
		reg clkPrev = 0;
		reg clockFastPrev = 0;
    always @(posedge masterCLK)
    begin
	    if (rst)
		 begin
		      secO [3:0] <= 4'b0000;
		      secT [3:0] <= 4'b0000;
		      minO [3:0] <= 4'b0000;
		      minT [3:0] <= 4'b0000;
				clkPrev <= 0;
		 end
		 else if (clk != clkPrev)
		 begin
		   clkPrev <= clk;
		   if (PAUSE == 0) begin
				 if (ADJ == 0) 
            begin
                if (secO == 4'b1001)
                    begin
                    secO <= 4'b0000;
                    if (secT == 4'b0101)
                        begin
                        secT <= 4'b0000;
                            if (minO == 4'b1001)
                                begin
                                minO <= 4'b0000;
                                if (minT == 4'b0101)
                                    begin
                                    minT <= 4'b0000;
                                    end
                                else
                                    begin
                                    minT <= minT + 1;
                                    end
                                end   
                            else
                                begin
                                minO <= minO + 1;
                                end                            
                        end
                    else
                        begin
                        secT <= secT + 1;
                        end
						end
                else
                    begin
                    secO <= secO + 1;
                    end    
            end
        else if (SEL == 0)  
            begin
            	if (secO == 4'b1001)
                    begin
                    secO <= 4'b0000;
                    if (secT == 4'b0101)
                        begin
                        secT <= 4'b0000;
                        end
                    else
                        begin
                        secT <= secT + 1;
                        end                    
                    end
                else
                    begin
                    secO <= secO + 1;
                    end    
            end
        else                
            begin 
            	if (minO == 4'b1001)
                    begin
                    minO <= 4'b0000;
                    if (minT == 4'b0101)
                    	begin
                        minT <= 0;
                        end
                    else
                        begin
                        minT <= minT + 1;
                        end
                    end   
				else
					begin
                    minO <= minO + 1;
                    end             
            end
		 end 
	   end  
    end  
    always @ (posedge masterCLK) 
	 begin
	 if (rst)
	 begin
		cnt [1:0] <= 2'b00;
	   clockFastPrev <= 0;	
    end
    else if (clockFast != clockFastPrev)   
    begin
        clockFastPrev <= clockFast;	 
        case(cnt)
        'b00: begin
		      if (ADJ == 1 && clockBlink == 1)
				begin
				    an <= 4'b1111;
			   end
			   else
				begin
					 an <= 4'b1110;
				end
            cnt <= 'b01;
            case(secO)
                    4'b0000: out <= 7'b1000000;
                    4'b0001: out <= 7'b1111001;
                    4'b0010: out <= 7'b0100100;
                    4'b0011: out <= 7'b0110000;
                    4'b0100: out <= 7'b0011001;
                    4'b0101: out <= 7'b0010010;
                    4'b0110: out <= 7'b0000010;
                    4'b0111: out <= 7'b1111000;
                    4'b1000: out <= 7'b0000000;
                    4'b1001: out <= 7'b0011000;
                    endcase
            end
        'b01:
            begin
		      if (ADJ == 1 && clockBlink == 1)
				begin
				    an <= 4'b1111;
			   end
			   else
				begin
					 an <= 4'b1101;
			   end
            cnt <= 'b10;
            case(secT)
                    4'b0000: out <= 7'b1000000;
                    4'b0001: out <= 7'b1111001;
                    4'b0010: out <= 7'b0100100;
                    4'b0011: out <= 7'b0110000;
                    4'b0100: out <= 7'b0011001;
                    4'b0101: out <= 7'b0010010;
                    4'b0110: out <= 7'b0000010;
                    4'b0111: out <= 7'b1111000;
                    4'b1000: out <= 7'b0000000;
                    4'b1001: out <= 7'b0011000;
                    endcase
            end
        'b10:
            begin
		      if (ADJ == 1 && clockBlink == 1)
				begin
				    an <= 4'b1111;
			   end
			   else
				begin
					 an <= 4'b1011;
            end
				cnt <= 'b11;
            case(minO)
                    4'b0000: out <= 7'b1000000;
                    4'b0001: out <= 7'b1111001;
                    4'b0010: out <= 7'b0100100;
                    4'b0011: out <= 7'b0110000;
                    4'b0100: out <= 7'b0011001;
                    4'b0101: out <= 7'b0010010;
                    4'b0110: out <= 7'b0000010;
                    4'b0111: out <= 7'b1111000;
                    4'b1000: out <= 7'b0000000;
                    4'b1001: out <= 7'b0011000;
                    endcase
            end
        'b11:
            begin
		      if (ADJ == 1 && clockBlink == 1)
				begin
				    an <= 4'b1111;
			   end
			   else
				begin
					 an <= 4'b0111;
            end
				cnt <= 'b00;
            case(minT)
                    4'b0000: out <= 7'b1000000;
                    4'b0001: out <= 7'b1111001;
                    4'b0010: out <= 7'b0100100;
                    4'b0011: out <= 7'b0110000;
                    4'b0100: out <= 7'b0011001; 
                    4'b0101: out <= 7'b0010010;
                    4'b0110: out <= 7'b0000010;
                    4'b0111: out <= 7'b1111000;
                    4'b1000: out <= 7'b0000000;
                    4'b1001: out <= 7'b0011000;
                    endcase
            end
        endcase
		end
    end
endmodule
==> design/flow/run.sh <==
#!/bin/bash
# OpenROAD 26Q1-2900-gdf79404cd8, Yosys 0.63+post, stock flow scripts
make -C /OpenROAD-flow-scripts/flow DESIGN_CONFIG=/design/flow/config.mk WORK_HOME=/design/flow/orfs finish
==> design/flow/config.mk <==
export PLATFORM = sky130hd
export DESIGN_NAME = master
export DESIGN_NICKNAME = master
export VERILOG_FILES = /design/flow/design.v
export SDC_FILE = /design/flow/constraint.sdc
export NUM_CORES = 4
export LEC_CHECK = 1
export CORE_UTILIZATION = 30
==> design/flow/constraint.sdc <==
current_design master

set clk_period 5.4
set clk_io_pct 0.2

create_clock -name clk0 -period $clk_period [get_ports {clk}]

set non_clock_inputs [all_inputs -no_clocks]
set_input_delay [expr $clk_period * $clk_io_pct] -clock clk0 $non_clock_inputs
set_output_delay [expr $clk_period * $clk_io_pct] -clock clk0 [all_outputs]
==> Implementation_results.wiki <==
=== Synthesis and place and route ===
{| class="wikitable"
! Metric !! Value
|-
| Post-Route Skew || 0.00666 ns
|-
| Post-DR wirelength/cell || 11.7 um
|-
| Number of buffers on the longest clock path || 2
|-
| Distinct cell type count of the synthesized netlist || 56
|-
| Static leakage || 2.20 nW
|-
| Number of vias in the routed layout || 4453
|-
| Slew Viols, Final || 0
|-
| Area of the core || 0.0187 sq mm
|-
| Shortest clock period the worst path allows after layout || 2.90 ns
|-
| Critical path's largest stage delay || 0.68 ns
|-
| Sum Neg Setup Slack || 0 ns
|-
| CP Max Fanout || 8
|-
| Count of library flops with an enable pin || 12
|-
| Combined area of all synthesized cells || 0.00574 sq mm
|-
| Maxcap violations || 0
|-
| YS chip area || 0.00574 sq mm
|-
| Fraction of synthesis flops using an asynchronous set or reset pin || 0%
|-
| Result of the run || finished, final reports clean
|-
| CTS buffer count || 17
|-
| Launching element type of the critical path || input pin
|-
| Average size of a mapped cell || 8.47 sq um
|-
| Total global routing overflow || 0
|-
| Clock tree sinks || 114
|-
| Critical path class || input pin to register
|-
| Number of gates resized after CTS || 0
|-
| Initial antenna violation count || 0
|-
| Initial detailed-routing violation count || 291
|-
| All-layer global routing usage || 11.6%
|-
| Number of ports placed on the die boundary || 16
|-
| Vias per cell || 4.83
|-
| Slew HR || 38.9%
|-
| Critical path required time || 5.70 ns
|-
| Final core utilization || 35.4%
|-
| Count of buffers from port buffering || 15
|-
| DRT Pass-1 Iters || 4
|-
| Seq cells post-synth || 114
|-
| Number of synthesis warnings || 4
|-
| Number of buffers inserted to repair setup after CTS || 0
|-
| Fin crit share || 53.7%
|-
| Cts hold-fix bufs || 0
|-
| Unrepaired setup endpoints after global routing || no
|-
| Actual slew at the worst max-slew pin || 0.910 ns
|-
| Floorplan die width || 140 um
|-
| Clk Tree Root Cell || sky130_fd_sc_hd__clkbuf_16
|-
| Power density cells || 298 mW/mm^2
|-
| Antenna-violating nets left || 0
|-
| Area of the die || 0.0197 sq mm
|-
| Upper clock frequency limit || 0.345 GHz
|-
| Stage-log warning count || 33
|-
| Total antenna diodes in the routed design || 0
|-
| Cell-by-cell trace of the critical path || clkdlybuf4s50_1 -> nand2_1 -> o31a_1 -> or3_4 -> or3_4 -> mux2_4
|-
| Fraction of the core area occupied by cells at floorplan || 30.7%
|-
| Yosys cell count || 678
|-
| Clock latency (worst-skew pair) || 0.41 ns
|-
| Via count of the first global-routing pass || 3910
|-
| Die height || 140 um
|-
| Layout overhead on the synthesized area || 15.2%
|-
| CP max stage cell || sky130_fd_sc_hd__clkdlybuf4s50_1
|-
| Worst vdd rail ir drop || 0.161 mV
|-
| Arr. time, crit path || 3.20 ns
|-
| Hold Crit Class || register to register
|-
| Final Setup Violations || 0
|-
| Clock transition at path regs || 0.06 ns
|-
| Count of final hold-check violations || 0
|-
| Detailed-route wire length || 10700 um
|-
| Mapped Cells || 678
|-
| Number of rows created at floorplan || 50
|-
| Clock tree from TritonCTS || done
|-
| DRC violation count after routing || 0
|-
| H-tree levels || 4
|-
| Most instantiated flip-flop cell in the synthesis netlist || sky130_fd_sc_hd__dfxtp_1
|-
| Wire length of the first global-routing pass || 18800 um
|-
| Ratio of cells with drive above 1 in the final layout || 6.83%
|-
| Setup slack of the most critical reg-to-reg path || 2.98 ns
|-
| Largest net degree at the start of global routing || 55
|-
| Portion of the post-synthesis area used by sequential elements || 41.8%
|-
| GP Congestion || 0.824
|-
| HPWL reported at the end of detailed placement || 7150 um
|-
| Critical Path Sink Type || register
|-
| Library cell appearing most often on the critical path || sky130_fd_sc_hd__or3_4
|}
-- registers in the layout, indices dropped and copies added (netlist names), 2 cells and up --
register           flops
timer_t.out            7
myCLK.fastCounter     27
timer_t.cnt            2
timer_t.secT           4
timer_t.minT           4
myCLK.counter         27
timer_t.secO           4
timer_t.minO           4
step_d                 3
clk_dv                17
timer_t.an             4
-- cell usage after synthesis, types with 2 or more instances --
library cell,count,area [sq um]
sky130_fd_sc_hd__nand4bb_1,2,22.5
sky130_fd_sc_hd__or4_1,2,15.0
sky130_fd_sc_hd__nand2b_1,4,25.0
sky130_fd_sc_hd__xor2_1,52,455
sky130_fd_sc_hd__or3_4,2,22.5
sky130_fd_sc_hd__ha_1,12,150
sky130_fd_sc_hd__and4b_1,2,20.0
sky130_fd_sc_hd__dfxtp_1,102,2040
sky130_fd_sc_hd__nor4b_1,4,35.0
sky130_fd_sc_hd__o221ai_1,2,17.5
sky130_fd_sc_hd__a21oi_1,18,90.1
sky130_fd_sc_hd__nand3b_1,3,22.5
sky130_fd_sc_hd__a211oi_1,2,15.0
sky130_fd_sc_hd__inv_1,19,71.3
sky130_fd_sc_hd__o21ai_0,15,75.1
sky130_fd_sc_hd__o21bai_1,3,22.5
sky130_fd_sc_hd__and3_1,14,87.6
sky130_fd_sc_hd__buf_2,5,25.0
sky130_fd_sc_hd__mux2_2,2,22.5
sky130_fd_sc_hd__nand3_1,46,230
sky130_fd_sc_hd__nor2_1,110,413
sky130_fd_sc_hd__mux2i_1,5,50.1
sky130_fd_sc_hd__nor4_1,14,87.6
sky130_fd_sc_hd__or3_1,7,43.8
sky130_fd_sc_hd__a311oi_1,3,26.3
sky130_fd_sc_hd__nor2b_1,12,75.1
sky130_fd_sc_hd__nor3_1,25,125
sky130_fd_sc_hd__nand4b_1,3,26.3
sky130_fd_sc_hd__and4_1,5,43.8
sky130_fd_sc_hd__or2_2,5,31.3
sky130_fd_sc_hd__nand2_1,50,188
sky130_fd_sc_hd__a22o_1,3,26.3
sky130_fd_sc_hd__edfxtp_1,12,360
sky130_fd_sc_hd__nor4bb_1,4,40.0
sky130_fd_sc_hd__o31ai_1,2,15.0
sky130_fd_sc_hd__nand4_1,21,131
sky130_fd_sc_hd__a31oi_1,2,12.5
sky130_fd_sc_hd__and2_1,2,12.5
sky130_fd_sc_hd__buf_1,3,11.3
sky130_fd_sc_hd__clkbuf_1,30,113
sky130_fd_sc_hd__xnor2_1,34,298
-- logic make-up (layout without fill, tap and decap cells) --
| kind of cell | after synthesis | in the layout | synth area share [%] |
|---|---|---|---|
| muxes | 8 | 8 | 1.53 |
| and+or+nand+nor | 339 | 339 | 30.0 |
| AOI/OAI and AO/OA | 61 | 61 | 6.82 |
| xor gates and xnor gates | 86 | 86 | 13.1 |
| adders and majority gates | 12 | 12 | 2.61 |
| DFF | 114 | 114 | 41.8 |
| buffers and inverters | 58 | 68 | 4.03 |
-- stage by stage --
| step | cells | hold WS, ns | power [mW] | worst slack [ns] | area (sq um) |
|---|---|---|---|---|---|
| 3_3_place_gp | 890 | 0.406 | 0.918 | 2.12 | 6030 |
| 2_1_floorplan | 678 | 0.398 | 0.908 | 2.81 | 5740 |
| 6_report | 922 | 0.412 | 1.97 | 2.50 | 6620 |
| 3_5_place_dp | 890 | 0.410 | 0.918 | 2.10 | 6030 |
| 4_1_cts | 922 | 0.416 | 2.00 | 2.53 | 6620 |
| 5_1_grt | 922 | 0.444 | 2.05 | 2.45 | 6620 |
-- final timing paths --
path | start | endpoint | cells past startpoint
hold reg to reg | step_d[0] | inst_vld | 1
setup / recovery | ADJ | timer_t.minT[1] | 6
setup reg to reg | myCLK.clockFast | timer_t.out[1] | 4
hold / removal | step_d[0] | inst_vld | 1
-- where the power goes --
part	total, mW	switching [mW]	leakage (nW)	internal (mW)
combinational	0.0341	0.0223	0.999	0.0118
sequential	0.865	0.00556	0.932	0.860
clock	1.07	0.411	0.267	0.662
-- layout by cell type, fill, tap and decap left out, drive strengths merged, types with 3 or more instances in the layout --
master and n:
nor4b 5, nor4bb 4, o21ai 15, mux2i 5, nand4 21, clkdlybuf4s50 14, o21bai 3, nor4 15
nand2 50, nor3 25, buf 3, dfxtp 102, clkinv 4, a311oi 3, nand3 46, ha 12
xnor2 34, clkinvlp 6, or2 5, and4 5, mux2 3, nand3b 3, and3 14, inv 22
or3 9, clkbuf 18, nand4b 3, nor2 110, a22o 3, nand2b 4, nor2b 12, a21oi 18
edfxtp 12, xor2 52
-- area by class of cell --
class / count / area [sq um]
Clock buffer: 18 / 450
Clock inverter: 14 / 130
Fill cell: 1849 / 12100
Inverter: 19 / 71.3
Multi-Input combinational cell: 506 / 3110
Sequential cell: 114 / 2400
Tap cell: 234 / 293
Timing Repair Buffer: 17 / 160
-- metal layers --
layer | track usage [%] | share of wire, % | wire [um] | up-vias
met5 | 0 | 0 | 0 | -
met2 | 17.1 | 43 | 4650 | 61
met4 | 1.74 | 1.7 | 181 | 0
li1 | - | - | - | 2347
met1 | 18.3 | 51 | 5520 | 2033
met3 | 2.23 | 3.7 | 398 | 12
-- critical path: cells and delay by family --
kind,cells,cell delay [ns]
AND-OR/OR-AND,1,0.22
buffers and inverters,1,0.68
multiplexers,1,0.29
AND/OR/NAND/NOR,3,0.92
No activity file was given, so power comes from the tool's default toggle rates.
