File: flow/config.mk
export PLATFORM = sky130hd
export DESIGN_NAME = segDisp
export DESIGN_NICKNAME = segDisp
export VERILOG_FILES = /design/flow/design.v
export SDC_FILE = /design/flow/constraint.sdc
export NUM_CORES = 4
export LEC_CHECK = 1
export CORE_AREA = 10 10 70 70
export DIE_AREA = 0 0 80 80
File: flow/run.sh
#!/bin/bash
# OpenROAD 26Q1-2900-gdf79404cd8, Yosys 0.63+post, stock flow scripts
make -C /OpenROAD-flow-scripts/flow DESIGN_CONFIG=/design/flow/config.mk WORK_HOME=/design/flow/orfs finish
File: flow/design.v
`timescale 1ns / 1ps
module segDisp (
	input [3:0] in,
	output reg [6:0] out
);
always @(*) begin 
	out = 7'b0000000;
	case(in)
		4'b0000: out <= 7'b1111110;
		4'b0001: out <= 7'b0110000;
		4'b0010: out <= 7'b1101101;
		4'b0011: out <= 7'b1111001;
		4'b0100: out <= 7'b0110011;
		4'b0101: out <= 7'b1011011;
		4'b0110: out <= 7'b1011111;
		4'b0111: out <= 7'b1110000;
		4'b1000: out <= 7'b1111111;
		4'b1001: out <= 7'b1110011;
	endcase
	end
endmodule
File: flow/constraint.sdc
current_design segDisp

set clk_period 1.2
set clk_io_pct 0.2

create_clock -name clk0 -period $clk_period

set non_clock_inputs [all_inputs -no_clocks]
set_input_delay [expr $clk_period * $clk_io_pct] -clock clk0 $non_clock_inputs
set_output_delay [expr $clk_period * $clk_io_pct] -clock clk0 [all_outputs]
==> deck_impl_summary.md <==
Run Summary

Cells and area
  – Layout cells sized above 1: 68.2%
  – Layout area overhead: 151%
  – CLK BUF: 0
  – Most common logic cell in the routed design: buf_2
  – Fillers: 400
  – Most numerous logic cells after layout: buf_2, buf_4, buf_6
  – Registers: 0
  – Comb area: 169 sq um
  – Area taken by flip-flops and latches: 0 sq um
  – Final Cell Area: 420 sq um

Placed design
  – Worst slack at placement: -0.868 ns
  – Hpwl dp: 481 um
  – # port buffers: 11
  – GP Congestion: 0.641
  – Placed cell area: 353 sq um

STA
  – Measured slew at the worst slew-check pin: 0.202 ns
  – Max-slew violations: 0
  – RSZ-0062 raised after global routing: true
  – Fmax achieved: 0.793 GHz
  – Final setup fails: 3
  – Relative slew margins: 86.5%
  – Final min period: 1.26 ns
  – Period utilization: 105%
  – Worst setup margin: -0.0614 ns
  – Final Hold Fails: 0

Critical path
  – Startpoint types: input port
  – Arrival time worst endpoint: 1.02 ns
  – Critical path class: input port to output pin
  – CP endpoint kind: output pin
  – CP max FO: 6
  – Worst EP required: 0.96 ns

Detailed routing
  – Final wirelength: 751 um
  – N_diodes: 0
  – Initial DRC Count: 1
  – Post-route ant nets: 0
  – DR vias/cell: 2.87
  – Via count: 258
  – Remaining DRCs: 0
  – Drt first pass iters: 2
  – Post-DR wirelength/cell: 8.34 um

Floorplanning
  – CORE AREA: 3420 sq um
  – Die Wd: 80 um
  – Fp util: 4.91%
  – Num rows: 21
  – I/O pin cnt: 11
  – Die height: 80 um
  – Die area: 6400 sq um

GRT
  – First-pass GRT wire length: 1260 um
  – GRT Overall Usage: 2.24%
  – Initial antenna violation count: 0
  – Largest net degree at the start of global routing: 11
  – Vias in the first global route: 250
  – Total gr overflow: 0

Yosys
  – # Cells Yosys: 24
  – Yosys warning count: 1
  – Syn Inst Count: 24
  – Synthesized area: 168 sq um
  – Unique cell types: 19
  – Sequential share of the synthesized area: 0%
  – Chip Area, Yosys: 168 sq um
  – Syn avg cell area: 6.99 sq um

Power
  – Static leakage: 0.179 nW
  – Worst VDD drop: 0.0335 mV
  – Power density over the cells: 329 nW/um^2

Min path
  – HP Class: input port to output pin

Flow run
  – Max Cap Violations: 0
  – OpenROAD warning count: 34

Outcome
  – Failing checks: negative setup slack
  – Status: finished, violations left
## cell type report
class / instances / share of cell area, %
Timing Repair Buffer: 23 / 45.2
Inverter: 1 / 0.893
Tap cell: 46 / 13.7
Multi-Input combinational cell: 20 / 40.2
## report_power, final
part	internal [W]	total [W]	switching, W
registers	0	0	0
clock network	0	0	0
logic	0.0000869	0.000138	0.0000515
total	0.0000869	0.000138	0.0000515
## what timing repair did
action	in CTS	in global routing
gates resized	54	4
pin swaps	7	4
endpoints found under the setup margin	7	6
setup buffers	6	2
hold buffers	0	0
cloned	0	0
## kinds of logic after synthesis
group           after synthesis  share of synthesized area, %
buf+inv                       4                          14.2
compound gates               11                          49.3
mux                           1                          6.72
simple gates                  8                          29.9
## worst paths after layout
| path | end | depth (start not counted) | from |
|---|---|---|---|
| worst min-delay path | out[1] | 4 | in[2] |
| worst max-delay path | out[0] | 5 | in[1] |
## critical path, stage by stage
cell	delay (ns)
buf_8	0.11
buf_6	0.11
or2_4	0.22
o221a_1	0.23
buf_2	0.11
## per-stage QoR
step	total power, W	util, %	setup TNS [ns]	instances	hold WS (ns)
after floorplan	0.0000442	-	0	24	0.590
after global placement	0.000115	10.3	-5.51	83	1.60
after detailed placement	0.000116	10.3	-5.65	83	1.61
after CTS	0.000130	11.8	-0.366	89	0.859
after global routing	0.000155	12.3	-0.315	90	0.880
final	0.000138	12.3	-0.129	90	0.840
## routing by layer
layer | vias up | GRT usage [%] | share of wire, %
li1 | 131 | - | -
met1 | 121 | 3.16 | 46
met2 | 6 | 3.61 | 47
met3 | 0 | 0.455 | 6.8
met4 | 0 | 0 | 0
met5 | - | 0 | 0
## synth_stat cells (all sizes together)
master	count	share of area, %
mux2	1	6.7
o2bb2ai	1	5.2
inv	1	2.2
nand4bb	1	6.7
nor2	2	4.5
o211ai	1	7.5
nor2b	2	7.5
a221oi	1	5.2
or2	1	3.7
or3b	1	5.2
o22ai	1	3.7
buf	3	12
nand2	1	2.2
a21boi	1	4.5
o221a	1	6.7
a21oi	2	6.0
o21ai	2	6.0
o21bai	1	4.5
Power and IR drop assume default switching activity.
